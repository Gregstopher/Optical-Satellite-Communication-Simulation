[run.sh]
#!/bin/bash
# OpenROAD 26Q1-2900-gdf79404cd8, Yosys 0.63+post, stock flow scripts
make -C /OpenROAD-flow-scripts/flow DESIGN_CONFIG=/design/flow/config.mk WORK_HOME=/design/flow/orfs finish
[config.mk]
export PLATFORM = sky130hd
export DESIGN_NAME = uart_rx
export DESIGN_NICKNAME = uart_rx
export VERILOG_FILES = /design/flow/design.v
export SDC_FILE = /design/flow/constraint.sdc
export NUM_CORES = 4
export LEC_CHECK = 1
export CORE_UTILIZATION = 30
[constraint.sdc]
current_design uart_rx

set clk_period 3.5
set clk_io_pct 0.2

create_clock -name clk0 -period $clk_period [get_ports {clk}]

set non_clock_inputs [all_inputs -no_clocks]
set_input_delay [expr $clk_period * $clk_io_pct] -clock clk0 $non_clock_inputs
set_output_delay [expr $clk_period * $clk_io_pct] -clock clk0 [all_outputs]
[design.v]
module uart_rx #(parameter CLKS_PER_BIT = 1000)
(
    input logic clk,            
    input logic rst_n,          
    input logic rx_serial,      
    output logic [7:0] data,    
    output logic data_valid     
);
    logic [$clog2(CLKS_PER_BIT)-1:0] tick_count;         
    logic [2:0] bit_count;          
    logic [7:0] rx_shift_reg;       
    logic rx_sync_0, rx_sync_1;     
    logic sample_enable;            
    logic rx_sync_1_prev;           
    typedef enum logic [1:0] {
        IDLE,
        START,
        DATA,
        STOP
    } rx_state_t;
    rx_state_t state, next_state;
    always_ff @(posedge clk) begin
        rx_sync_0 <= rx_serial;       
        rx_sync_1 <= rx_sync_0;       
        rx_sync_1_prev <= rx_sync_1;  
    end
    always_ff @(posedge clk, negedge rst_n) begin
        if (~rst_n)
            tick_count <= 0;
        else if (state != IDLE) 
            tick_count <= (tick_count == CLKS_PER_BIT - 1) ? 0 : tick_count + 1;
        else
            tick_count <= 0;
    end
    assign sample_enable = (tick_count == CLKS_PER_BIT / 2);  
    always_comb begin
        next_state = state;
        data_valid = 0;
        case(state)
            IDLE : begin
                if ((rx_sync_1 == 1'b1 && rx_sync_1_prev == 1'b0))  
                    next_state = START;
            end
            START : begin
                if (sample_enable) begin
                    if (rx_sync_1)
                        next_state = DATA;
                    else
                        next_state = IDLE;  
                end
            end
            DATA : begin
                if (sample_enable) begin
                    if (bit_count == 3'd7)
                        next_state = STOP;
                end
            end
            STOP : begin
                if (sample_enable) begin
                    next_state = IDLE;
                    data_valid = 1;
                end
            end
            default : next_state = IDLE;
        endcase
    end
    always_ff @(posedge clk, negedge rst_n) begin
        if (~rst_n) begin
            bit_count <= 0;
            rx_shift_reg <= 8'd0;
            data <= 8'd0;
        end 
        else begin
            if (state == DATA && sample_enable) begin
                rx_shift_reg <= {rx_sync_1, rx_shift_reg[7:1]};  
                bit_count <= bit_count + 1;
            end
            if (state == STOP && sample_enable) begin
                data <= rx_shift_reg;
            end
            if (state == IDLE)
                bit_count <= 0;
        end
    end 
    always_ff @(posedge clk, negedge rst_n) begin
        if (~rst_n)
            state <= IDLE; 		 
        else
            state <= next_state;  
    end
endmodule
==> flow_summary.ini <==
; generated from flow reports
[placed_design]
place_congestion = 0.841
dp_cells = 206
dp_hpwl_mm = 1.83
pre_cts_ws_ns = 1.02
dpl_cell_area_um2 = 1800
io_buffers = 11

[final_timing]
tightest_slew_ns = 0.445
rsz0062_at_grt = false
max_slew_margin_pct = 70.1
setup_tns_ns = 0
fin_crit_ns = 2.78
finalSetupViolations = 0
skew_ns = 0.00249
setup_ws_ns = 0.720
hold_viol_final = 0
drv_slew = 0
max_freq_mhz = 360
fin_crit_sh_pct = 79.4

[clock_network]
cts_buffers = 5
cts_buffer_depth = 2
cts.htree.levels = 2
path_clk_slew_ns = 0.06
cts.sinks = 34
insertion_delay_ns = 0.28
cts_root_buf = clkbuf_8
ctsHoldBuffers = 0
cts-resized-gates = 0
cts_tree = built
cts_setup_buffers = 0

[outcome]
status = completed

[power_and_ir_drop]
peakVddDrop_v = 0.000144
power-per-cell-area_nw_per_um2 = 468
cellLeakagePower_nw = 0.893

[drt]
wl_mm = 2.62
via_per_inst = 4.71
drc = 0
drt_iter0_markers = 58
via_count = 1007
firstDrtPassIters = 4
wire_per_inst_um = 12.2
ant_nets = 0
insertedDiodeCount = 0

[global_routing]
grt_max_degree = 32
grt_pass1_wl_mm = 4.51
track_usage_pct = 10.4
grt-ovfl-total = 0
antenna_found_initial = 0
grt_pass1_vias = 981

[flow_run]
drv_cap = 0
warnings = 26

[layout]
nFillCells = 509
final_core_util_pct = 36.6
areaGrowthSynthToFinish_pct = 16.4
final_area_um2 = 1880
largest_reg_flops = 10
drive_above_1_share_pct = 24.3
final_cells = 214

[floorplan]
die_x_um = 75.4
chip_area_um2 = 5690
num_rows = 26
core_area_um2 = 5140
dieHeight_um = 75.4
io_pins = 12
fp-utilization_pct = 31.5

[synthesis]
synth_seq_share_pct = 51.7
synth_cell_types = 35
synth_chip_area_um2 = 1620
synth_warnings = 1
numSynthFlops = 34
syn-instance-count = 127
syn_area_um2 = 1620
syn_avg_cell_area_um2 = 12.7
ys_cells = 127

[critical_path]
critical_path.top_delay_family = simple AND/OR/NAND/NOR gates
cp-start-kind = register
critPathMaxStageDelay_ns = 0.52
critPathBufInv = 2
crit_type = reg2out
cp.required_ns = 2.80
path_cells = inv_1, ha_1, or2b_2, nor4_1, clkdlybuf4s50_1
crit_slowest_cell = clkdlybuf4s50_1
worstPathArrival_ns = 2.08
crit_path_end_kind = output port
crit_fanout = 5

[worst_hold_path]
hold_path.class = reg2reg
==> metrics by stage <==
step	hold slack, ns	power [mW]
3_3_place_gp	0.312	0.615
5_1_grt	0.336	0.945
6_report	0.330	0.881
2_1_floorplan	0.310	0.583
4_1_cts	0.332	0.894
3_5_place_dp	0.316	0.622
==> routing by layer <==
layer / GRT usage, % / share of wire, % / vias to the layer above
met5: 0 / 0 / -
met4: 1.03 / 0 / 0
met3: 3.75 / 4.4 / 0
met2: 16.5 / 44 / 18
met1: 14.6 / 51 / 492
li1: - / - / 497
==> power by group <==
| part | internal (mW) | switching, mW |
|---|---|---|
| clock | 0.138 | 0.131 |
| combinational | 0.0601 | 0.0631 |
| sequential | 0.430 | 0.0587 |
| total | 0.628 | 0.253 |
==> cell type report <==
type / count / area [um2] / area share (%)
clock buffer: 6 / 72.6 / 3.85
clock inverter: 2 / 10.0 / 0.532
inverter: 4 / 15.0 / 0.797
multi-input combinational: 85 / 737 / 39.1
sequential: 34 / 836 / 44.4
tap: 70 / 87.6 / 4.65
timing repair buffer: 13 / 125 / 6.64
==> worst paths after layout <==
path | from | endpoint | slack (ns) | cells after the start
max in group asynchronous | rst_n | tick_count[0] | 2.41 | 2
hold reg to reg | rx_sync_0 | rx_sync_1 | 0.33 | 0
hold / removal | rx_sync_0 | rx_sync_1 | 0.33 | 0
setup / recovery | tick_count[0] | data_valid | 0.72 | 5
min in group asynchronous | rst_n | data[2] | 0.82 | 2
setup reg to reg | tick_count[0] | data[6] | 1.47 | 5
==> synthesized netlist by cell type (all sizes together) <==
cell type,instances,area [um2]
nor2b,3,18.8
or2b,3,25.0
o31ai,1,7.51
dfrtp,31,776
o21ai,4,20.0
o211ai,1,7.51
mux2,17,251
nor3,1,5.00
dfxtp,3,60.1
a31oi,2,12.5
xor2,3,26.3
nand3b,1,20.0
nor2,8,30.0
xnor2,1,8.76
nor4,2,12.5
a221o,2,20.0
a21oi,4,20.0
and4,1,10.0
nand2,7,26.3
o32ai,2,17.5
clkbuf,2,7.51
or4,3,31.3
and3b,3,26.3
nand4,5,46.3
o31a,1,8.76
nand3,3,15.0
or3,3,20.0
ha,4,50.1
buf,2,22.5
inv,4,15.0
==> cell families (layout without fill, tap and decap cells) <==
| kind of cell | Yosys count | in the layout | share of synthesized area (%) |
|---|---|---|---|
| compound gates | 17 | 17 | 7.04 |
| xor+xnor | 4 | 4 | 2.17 |
| fa+ha+maj | 4 | 4 | 3.09 |
| buf+inv | 8 | 25 | 2.78 |
| flops | 34 | 34 | 51.7 |
| mux | 17 | 17 | 15.5 |
| simple gates | 43 | 43 | 17.7 |
==> cell usage in the layout, fill, tap and decap left out, drive strengths merged, types with 2 or more instances in the layout <==
cell type      synthesis  routed
buf                    2       2
clkbuf                 2       6
a21oi                  4       4
nand2                  7       7
clkinv                 0       2
and3b                  3       3
dfxtp                  3       3
inv                    4       4
nand4                  5       5
or2b                   3       3
nor4                   2       2
o21ai                  4       4
or4                    3       3
ha                     4       4
nand3                  3       3
xor2                   3       3
or3                    3       3
mux2                  17      17
nor2b                  3       3
dfrtp                 31      31
nor2                   8       8
a31oi                  2       2
a221o                  2       2
clkdlybuf4s50          0      11
o32ai                  2       2
Power figures rest on the tool's default switching activity, not on a simulated workload.
