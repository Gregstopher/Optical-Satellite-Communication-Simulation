===== flow/constraint.sdc =====
current_design UART_RX

set clk_period 2.7
set clk_io_pct 0.2

create_clock -name clk0 -period $clk_period [get_ports {i_Clock}]

set non_clock_inputs [all_inputs -no_clocks]
set_input_delay [expr $clk_period * $clk_io_pct] -clock clk0 $non_clock_inputs
set_output_delay [expr $clk_period * $clk_io_pct] -clock clk0 [all_outputs]

===== flow/run.sh =====
#!/bin/bash
# OpenROAD 26Q1-2900-gdf79404cd8, Yosys 0.63+post, stock flow scripts
make -C /OpenROAD-flow-scripts/flow DESIGN_CONFIG=/design/flow/config.mk WORK_HOME=/design/flow/orfs finish

===== flow/config.mk =====
export PLATFORM = sky130hd
export DESIGN_NAME = UART_RX
export DESIGN_NICKNAME = UART_RX
export VERILOG_FILES = /design/flow/design.v
export SDC_FILE = /design/flow/constraint.sdc
export NUM_CORES = 4
export LEC_CHECK = 1
export CORE_UTILIZATION = 30

===== flow/design.v =====
module UART_RX
  #(parameter CLKS_PER_BIT = 217)  
  (
   input        i_Clock,         
   input        i_RX_Serial,     
   output       o_RX_DV,         
   output [7:0] o_RX_Byte        
   );
  parameter IDLE         = 3'b000;  
  parameter RX_START_BIT = 3'b001;  
  parameter RX_DATA_BITS = 3'b010;  
  parameter RX_STOP_BIT  = 3'b011;  
  parameter CLEANUP      = 3'b100;  
  reg [7:0]     r_Clock_Count = 0;   
  reg [2:0]     r_Bit_Index   = 0;   
  reg [7:0]     r_RX_Byte     = 0;   
  reg           r_RX_DV       = 0;   
  reg [2:0]     r_SM_Main     = 0;   
  always @(posedge i_Clock)
  begin
    case (r_SM_Main)
      IDLE :
        begin
          r_RX_DV       <= 1'b0;      
          r_Clock_Count <= 0;         
          r_Bit_Index   <= 0;         
          if (i_RX_Serial == 1'b0)    
            r_SM_Main <= RX_START_BIT;
          else
            r_SM_Main <= IDLE;
        end
      RX_START_BIT :
        begin
          if (r_Clock_Count == (CLKS_PER_BIT-1)/2)  
          begin
            if (i_RX_Serial == 1'b0)  
            begin
              r_Clock_Count <= 0;     
              r_SM_Main     <= RX_DATA_BITS;  
            end
            else
              r_SM_Main <= IDLE;     
          end
          else
          begin
            r_Clock_Count <= r_Clock_Count + 1;  
            r_SM_Main     <= RX_START_BIT;      
          end
        end
      RX_DATA_BITS :
        begin
          if (r_Clock_Count < CLKS_PER_BIT-1)
          begin
            r_Clock_Count <= r_Clock_Count + 1;  
            r_SM_Main     <= RX_DATA_BITS;
          end
          else
          begin
            r_Clock_Count <= 0;                         
            r_RX_Byte[r_Bit_Index] <= i_RX_Serial;      
            if (r_Bit_Index < 7)
            begin
              r_Bit_Index <= r_Bit_Index + 1;           
              r_SM_Main   <= RX_DATA_BITS;
            end
            else
            begin
              r_Bit_Index <= 0;                         
              r_SM_Main   <= RX_STOP_BIT;               
            end
          end
        end
      RX_STOP_BIT :
        begin
          if (r_Clock_Count < CLKS_PER_BIT-1)
          begin
            r_Clock_Count <= r_Clock_Count + 1;  
            r_SM_Main     <= RX_STOP_BIT;
          end
          else
          begin
            r_RX_DV       <= 1'b1;      
            r_Clock_Count <= 0;         
            r_SM_Main     <= CLEANUP;   
          end
        end
      CLEANUP :
        begin
          r_SM_Main <= IDLE;     
          r_RX_DV   <= 1'b0;     
        end
      default :
        r_SM_Main <= IDLE;       
    endcase
  end    
  assign o_RX_DV   = r_RX_DV;
  assign o_RX_Byte = r_RX_Byte;
endmodule  

==> summary.rpt <==
IMPLEMENTATION SUMMARY REPORT
----------------------------------------------------
[Status]
  Run status ........................ complete, no violations

[Synth]
  Area leader, netlist ........................ sky130_fd_sc_hd__edfxtp_1
  Commonest cells in the netlist ........................ sky130_fd_sc_hd__edfxtp_1 (20), sky130_fd_sc_hd__nand2_1 (9), sky130_fd_sc_hd__nor2_1 (9)
  Top-area cell type share of the netlist area ........................ 45.76%
  Post-synth EDFFs ........................ 20
  Top cells by area ........................ sky130_fd_sc_hd__edfxtp_1 (46%), sky130_fd_sc_hd__ha_1 (5.7%), sky130_fd_sc_hd__dfxtp_1 (4.6%), sky130_fd_sc_hd__mux2_2 (3.4%), sky130_fd_sc_hd__a211oi_1 (2.9%)
  Fraction of registers with async set/reset ........................ 0%
  Chip area from the yosys synthesis statistics ........................ 1313 um2
  Netlist area before placement ........................ 1313 um2
  Primary flip-flop cell chosen by synthesis mapping ........................ sky130_fd_sc_hd__edfxtp_1
  Synthesized instance count ........................ 119
  Yosys cell count ........................ 119
  Share of the yosys chip area belonging to registers ........................ 50.33%
  Count of yosys warnings during synthesis ........................ 1
  Cell variety after synth ........................ 35
  Most common cell in the synthesized netlist ........................ sky130_fd_sc_hd__edfxtp_1
  Register bit total from synthesis ........................ 23
  Average size of a mapped cell ........................ 11.03 um2

[Final timing]
  Shortest clock period the worst path allows after layout ........................ 2.125 ns
  Final hold violations ........................ 0
  Total Neg Setup Slack ........................ 0 ns
  Fin. max-slew vios ........................ 0
  Worst clock skew ........................ 0.007800 ns
  Final setup viols ........................ 0
  Fraction of the cycle the final worst path needs ........................ 78.71%
  Maximum frequency from static timing analysis ........................ 470.5 MHz
  Worst-Margin Slew ........................ 0.6355 ns
  RSZ-0062 raised after global routing ........................ false
  Slew Limit Headroom ........................ 57.48%

[Detailed routing]
  Antenna violation net count after detailed routing ........................ 0
  Detailed-route wire length per cell ........................ 13.04 um
  Number of remaining DRC errors ........................ 0
  Detailed Route Iter0 Violations ........................ 80
  Iteration count of the initial detailed-routing pass ........................ 4
  Overall via count from detail_route ........................ 937
  Via density ........................ 5.206
  Total Wirelength ........................ 2.348 mm
  Final antenna diode count ........................ 0

[Pwr]
  Combinational Power Share ........................ 0.8%
  Worst supply voltage drop on vdd ........................ 374.0 uV
  Internal power ........................ 0.4849 mW
  NetSw ........................ 0.1119 mW
  Clk network pwr share ........................ 35.5%
  Final Power ........................ 0.5968 mW
  Lkg Pwr ........................ 0.5074 nW
  PwrDens ........................ 394.5 nW/um2
  Switching power as a share of total power ........................ 18.75%
  Sequential Power Share ........................ 63.7%

[Layout]
  Fraction of final layout cells with drive strength greater than 1 ........................ 13.08%
  Final Core Density ........................ 37.02%
  Combined area of the multi-input logic cells ........................ 609.3 um2
  Register Area ........................ 660.6 um2
  Layout-stage area growth over the synthesis result ........................ 15.25%
  Count of filler cells inserted in the layout ........................ 396

[Clock tree]
  Number of buffers between clock root and the deepest sink ........................ 2
  CTS-repair resized insts ........................ 0
  Total number of H-tree levels ........................ 1
  CTS tree ........................ yes
  Clock latency on the worst-skew pair ........................ 0.26 ns
  Clock buffers created by TritonCTS ........................ 3
  Number of hold buffers added after cts ........................ 0
  Clock tree root buffer cell ........................ sky130_fd_sc_hd__clkbuf_8
  Number of clock sinks ........................ 23
  Setup Fix Bufs, Post-CTS ........................ 0
  Post-CTS clock slew at the launch and capture registers of the worst setup and hold paths ........................ 0.09 ns

[Setup path]
  Register-to-Register Setup Slack ........................ 0.57 ns
  Crit path launch type ........................ register
  CP peak stage delay ........................ 0.60 ns
  CP arrival ........................ 2.15 ns
  Type of the worst setup path ........................ reg -> reg
  Endpoint kind of the worst setup timing path ........................ register
  R2r startpoint ........................ r_Bit_Index[0]
  Depth of the worst register-to-register path ........................ 5
  Maximum fanout along the worst path ........................ 13
  Reg-to-reg critical path endpoint ........................ r_RX_Byte[2]
  Crit path cell chain ........................ inv_1 -> ha_1 -> xor2_1 -> nor4b_1 -> mux2_2
  Launch point of the worst path ........................ r_Bit_Index[0]
  Critical path data required time ........................ 2.72 ns
  Slowest cell on the critical path ........................ sky130_fd_sc_hd__edfxtp_1
  Worst setup path endpoint ........................ r_RX_Byte[2]

[Placed design]
  Half-perimeter wire length of the detailed placement result ........................ 1.685 mm
  IO buf count ........................ 10
  GP Congestion ........................ 0.8014

[Floorplanning]
  Floorplan die height ........................ 68.15 um
  Starting density of the core ........................ 32.12%
  Width of the die ........................ 68.15 um
  Standard-cell rows ........................ 23
  Ports placed on the boundary ........................ 11
  Die footprint ........................ 4644 um2
  Core Footprint ........................ 4086 um2

[Job]
  Max Cap Viol ........................ 0
  Stage-log warning count ........................ 29

[Global route]
  Antenna violations before repair ........................ 0
  Total global routing overflow ........................ 0
  Pin count of the biggest net entering global routing ........................ 15
  Aggregate global-route resource usage ........................ 11.67%
  Wire length of the first global-routing pass ........................ 3.988 mm
  Via count of the first global-routing pass ........................ 868

[Hold path]
  Worst hold-check path type ........................ reg -> reg

----------------------------------------------------
metal layers:
metal,part of all wire (%),vias to the layer above,track usage (%)
met5,0,-,0
met4,0.38,0,0.5208
met3,4.1,2,2.703
met2,45,17,18.14
met1,50,449,17.89
li1,-,469,-
power by group through the flow:
stage,sequential (mW),clock (mW),combinational [mW]
finish,0.380,0.212,0.00466
global route,0.380,0.236,0.00509
CTS,0.380,0.221,0.00472
worst min-delay path by stage:
stage	start	end	slack [ns]	depth (start not counted)
global route	r_RX_Byte[7]	r_RX_Byte[7]	0.60	1
finish	r_RX_Byte[1]	r_RX_Byte[1]	0.58	1
CTS	r_RX_Byte[1]	r_RX_Byte[1]	0.59	1
cell usage in the layout (no fill, tap or decap), types with 3 or more instances in the layout:
| cell | synthesis | routed |
|---|---|---|
| sky130_fd_sc_hd__a211oi_1 | 5 | 5 |
| sky130_fd_sc_hd__a221oi_1 | 3 | 3 |
| sky130_fd_sc_hd__clkbuf_8 | 0 | 3 |
| sky130_fd_sc_hd__clkdlybuf4s50_1 | 0 | 10 |
| sky130_fd_sc_hd__dfxtp_1 | 3 | 3 |
| sky130_fd_sc_hd__edfxtp_1 | 20 | 20 |
| sky130_fd_sc_hd__ha_1 | 6 | 6 |
| sky130_fd_sc_hd__inv_1 | 7 | 7 |
| sky130_fd_sc_hd__mux2_2 | 4 | 4 |
| sky130_fd_sc_hd__nand2_1 | 9 | 9 |
| sky130_fd_sc_hd__nand2b_1 | 3 | 3 |
| sky130_fd_sc_hd__nand3_1 | 6 | 6 |
| sky130_fd_sc_hd__nor2_1 | 9 | 9 |
| sky130_fd_sc_hd__o21ai_0 | 3 | 3 |
| sky130_fd_sc_hd__o2bb2ai_1 | 4 | 4 |
| sky130_fd_sc_hd__or3_1 | 3 | 3 |
| sky130_fd_sc_hd__xor2_1 | 3 | 3 |
layout make-up:
type / count / share of cell area [%]
Clock buffer: 3 / 2.730
Clock inverter: 1 / 0.3309
Inverter: 7 / 1.737
Multi-Input combinational cell: 85 / 40.28
Sequential cell: 23 / 43.67
Tap cell: 50 / 4.136
Timing Repair Buffer: 11 / 7.113
logic make-up after synthesis:
family | after synthesis | share of synthesized area, %
XOR/XNOR | 5 | 3.337
multiplexers | 4 | 3.432
flip-flops | 23 | 50.33
adder cells (fa/ha/maj) | 6 | 5.720
AND/OR/NAND/NOR | 44 | 18.87
buffers and inverters | 11 | 3.241
AND-OR/OR-AND | 26 | 15.06
worst max-delay path: cells and delay by family, from the launching register on:
kind                       cells  cell delay (ns)
and+or+nand+nor                1             0.36
adders and majority gates      1             0.25
DFF                            1             0.60
xor gates and xnor gates       1             0.22
buffers and inverters          1             0.09
muxes                          1             0.37
through the flow:
stage	setup slack (ns)	hold WS, ns	cell area [um2]	instances
after floorplan	0.6447	0.5032	1313	119
after global placement	0.6825	0.5641	1466	176
after detailed placement	0.6077	0.5606	1466	176
after CTS	0.5941	0.5871	1513	180
after global routing	0.4149	0.5995	1513	180
final	0.5747	0.5790	1513	180
state kept, by name (all words and copies together), names as in the netlist:
signal and count:
r_Bit_Index 3, r_RX_Byte 8, r_SM_Main 3, r_Clock_Count 8, r_RX_DV 1
No activity file was given, so power comes from the tool's default toggle rates.
